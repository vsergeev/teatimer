--- design/flow/config.mk ---
export PLATFORM = sky130hd
export DESIGN_NAME = teatimer_top
export DESIGN_NICKNAME = teatimer_top
export VERILOG_FILES = /design/flow/design.v
export SDC_FILE = /design/flow/constraint.sdc
export NUM_CORES = 4
export LEC_CHECK = 1
export CORE_UTILIZATION = 30
--- design/flow/constraint.sdc ---
current_design teatimer_top

set clk_period 1.1
set clk_io_pct 0.2

create_clock -name clk0 -period $clk_period [get_ports {clk}]

set non_clock_inputs [all_inputs -no_clocks]
set_input_delay [expr $clk_period * $clk_io_pct] -clock clk0 $non_clock_inputs
set_output_delay [expr $clk_period * $clk_io_pct] -clock clk0 [all_outputs]
--- design/flow/design.v ---
module clkdiv #(parameter divider=1) (input clk, input reset, output clkdiv);
    localparam COUNTER_SIZE = $clog2(divider);
    reg [COUNTER_SIZE-1:0] counter;
    assign clkdiv = counter[COUNTER_SIZE-1];
    always @(posedge clk or negedge reset) begin
        if (!reset) begin
            counter <= 0;
        end else begin
            counter <= counter + 1;
        end
    end
endmodule
module button_edge_to_pulse(input clk, input reset, input button_n, output button_pulse);
    reg button_sync;
    reg button_state;
    assign button_pulse = !button_sync & button_state;
    always @(posedge clk or negedge reset) begin
        if (!reset) begin
            button_sync <= 0;
            button_state <= 0;
        end else begin
            button_sync <= button_n;
            button_state <= button_sync;
        end
    end
endmodule
module timer #(parameter divider=1024)
              (input clk_1khz,
               input reset,
               input ctrl_startstop,
               input ctrl_reset,
               input ctrl_incmin,
               input ctrl_incsec,
               output reg [6:0] time_min,
               output reg [5:0] time_sec,
               output reg alarm_enable);
    localparam COUNTER_SIZE = $clog2(divider);
    reg [2:0] state, n_state;
    reg [COUNTER_SIZE-1:0] counter, n_counter;
    reg [6:0] n_time_min;
    reg [5:0] n_time_sec;
    reg n_alarm_enable;
    localparam  STATE_IDLE_DOWN  = 3'd0,
                STATE_IDLE_UP    = 3'd1,
                STATE_COUNT_DOWN = 3'd2,
                STATE_COUNT_UP   = 3'd3,
                STATE_EXPIRED    = 3'd4;
    always @(*) begin
        n_state = state;
        n_time_min = time_min;
        n_time_sec = time_sec;
        n_counter = 0;
        n_alarm_enable = 0;
        case (state)
            STATE_IDLE_DOWN, STATE_IDLE_UP: begin
                if (ctrl_startstop) begin
                    n_counter = 1;
                    if ((time_sec == 0 && time_min == 0) || state == STATE_IDLE_UP) begin
                        n_state = STATE_COUNT_UP;
                    end else begin
                        n_state = STATE_COUNT_DOWN;
                    end
                end else if (ctrl_reset) begin
                    n_time_min = 0;
                    n_time_sec = 0;
                end else if (ctrl_incmin) begin
                    n_state = STATE_IDLE_DOWN;
                    if (time_min == 99) begin
                    end else begin
                        n_time_min = time_min + 1;
                    end
                end else if (ctrl_incsec) begin
                    n_state = STATE_IDLE_DOWN;
                    if (time_min == 99 && time_sec >= 45) begin
                        n_time_sec = 59;
                    end else if (time_sec >= 45) begin
                        n_time_min = time_min + 1;
                        n_time_sec = time_sec - 45;
                    end else begin
                        n_time_sec = time_sec + 15;
                    end
                end
            end
            STATE_COUNT_UP: begin
                if (ctrl_startstop) begin
                    n_state = STATE_IDLE_UP;
                end else if (counter == 0) begin
                    if (time_min == 99 && time_sec == 59) begin
                    end else if (time_sec == 59) begin
                        n_time_min = time_min + 1;
                        n_time_sec = 0;
                    end else begin
                        n_time_sec = time_sec + 1;
                    end
                end
                n_counter = counter + 1;
            end
            STATE_COUNT_DOWN: begin
                if (ctrl_startstop) begin
                    n_state = STATE_IDLE_DOWN;
                end else if (counter == 0) begin
                    if (time_min == 0 && time_sec == 1) begin
                        n_time_sec = 0;
                        n_state = STATE_EXPIRED;
                        n_alarm_enable = 1;
                    end else if (time_sec == 0) begin
                        n_time_min = time_min - 1;
                        n_time_sec = 59;
                    end else begin
                        n_time_sec = time_sec - 1;
                    end
                end
                n_counter = counter + 1;
            end
            STATE_EXPIRED: begin
                if (ctrl_startstop || ctrl_reset) begin
                    n_state = STATE_IDLE_DOWN;
                end else begin
                    n_alarm_enable = 1;
                end
            end
        endcase
    end
    always @(posedge clk_1khz or negedge reset) begin
        if (!reset) begin
            state <= STATE_IDLE_DOWN;
            time_min <= 0;
            time_sec <= 0;
            counter <= 0;
            alarm_enable <= 0;
        end else begin
            state <= n_state;
            time_min <= n_time_min;
            time_sec <= n_time_sec;
            counter <= n_counter;
            alarm_enable <= n_alarm_enable;
        end
    end
endmodule
module add3(input [3:0] in, output reg [3:0] out);
    always @(in) begin
        case (in)
            4'b0000: out = 4'b0000;
            4'b0001: out = 4'b0001;
            4'b0010: out = 4'b0010;
            4'b0011: out = 4'b0011;
            4'b0100: out = 4'b0100;
            4'b0101: out = 4'b1000;
            4'b0110: out = 4'b1001;
            4'b0111: out = 4'b1010;
            4'b1000: out = 4'b1011;
            4'b1001: out = 4'b1100;
            default: out = 4'b0000;
        endcase
    end
endmodule
module bin_to_bcd(input [6:0] bin, output [7:0] bcd);
    wire [3:0] c1, c2, c3, c4, c5, c6, c7;
    wire [3:0] d1, d2, d3, d4, d5, d6, d7;
    assign d1 = {2'b0, bin[6:5]};
    assign d2 = {c1[2:0], bin[4]};
    assign d3 = {c2[2:0], bin[3]};
    assign d4 = {c3[2:0], bin[2]};
    assign d5 = {c4[2:0], bin[1]};
    assign d6 = {1'b0, c1[3], c2[3], c3[3]};
    assign d7 = {c6[2:0], c4[3]};
    add3 m1(d1, c1);
    add3 m2(d2, c2);
    add3 m3(d3, c3);
    add3 m4(d4, c4);
    add3 m5(d5, c5);
    add3 m6(d6, c6);
    add3 m7(d7, c7);
    assign bcd = {c7[2:0], c5[3:0], bin[0]};
endmodule
module led_driver #(parameter blink_count=512)
                   (input clk,
                    input reset,
                    input [6:0] time_min,
                    input [5:0] time_sec,
                    input blink,
                    output reg [6:0] led_anode_abcdefg,
                    output reg [3:0] led_cathode_digit);
    localparam COUNTER_SIZE = $clog2(blink_count);
    reg [1:0] cathode_state;
    reg [3:0] digit;
    reg [COUNTER_SIZE-1:0] blink_counter;
    reg [6:0] time_bin;
    wire [7:0] time_bcd;
    bin_to_bcd bin_to_bcd(.bin(time_bin), .bcd(time_bcd));
    always @(*) begin
        case (cathode_state)
            2'b00: begin
                time_bin = time_sec;
                digit = time_bcd[3:0];
                led_cathode_digit = 4'b0111;
            end
            2'b01: begin
                time_bin = time_sec;
                digit = time_bcd[7:4];
                led_cathode_digit = 4'b1011;
            end
            2'b10: begin
                time_bin = time_min;
                digit = time_bcd[3:0];
                led_cathode_digit = 4'b1101;
            end
            2'b11: begin
                time_bin = time_min;
                digit = time_bcd[7:4];
                led_cathode_digit = 4'b1110;
            end
        endcase
        case (digit)
            4'd0: led_anode_abcdefg = 7'b0111111;
            4'd1: led_anode_abcdefg = 7'b0000110;
            4'd2: led_anode_abcdefg = 7'b1011011;
            4'd3: led_anode_abcdefg = 7'b1001111;
            4'd4: led_anode_abcdefg = 7'b1100110;
            4'd5: led_anode_abcdefg = 7'b1101101;
            4'd6: led_anode_abcdefg = 7'b1111101;
            4'd7: led_anode_abcdefg = 7'b0000111;
            4'd8: led_anode_abcdefg = 7'b1111111;
            4'd9: led_anode_abcdefg = 7'b1101111;
            default: led_anode_abcdefg = 7'b0000000;
        endcase
        if (blink_counter[COUNTER_SIZE-1]) begin
            led_cathode_digit = 4'b1111;
        end
    end
    always @(posedge clk or negedge reset) begin
        if (!reset) begin
            cathode_state <= 0;
            blink_counter <= 0;
        end else begin
            cathode_state <= cathode_state + 1;
            blink_counter <= (blink) ? (blink_counter + 1) : 0;
        end
    end
endmodule
module buzzer_driver #(parameter buzzer_on_count=410,
                                 buzzer_off_count=205,
                                 buzzer_pause_count=1024)
                      (input clk_4khz,
                       input reset,
                       input enable,
                       output reg buzzer);
    localparam COUNTER_SIZE = $clog2(buzzer_on_count*3 + buzzer_off_count*3 + buzzer_pause_count + 1);
    reg [COUNTER_SIZE-1:0] counter, n_counter;
    localparam  COUNTER_BEEP1_ON    = buzzer_on_count;
    localparam  COUNTER_BEEP1_OFF   = COUNTER_BEEP1_ON + buzzer_off_count;
    localparam  COUNTER_BEEP2_ON    = COUNTER_BEEP1_OFF + buzzer_on_count;
    localparam  COUNTER_BEEP2_OFF   = COUNTER_BEEP2_ON + buzzer_off_count;
    localparam  COUNTER_BEEP3_ON    = COUNTER_BEEP2_OFF + buzzer_on_count;
    localparam  COUNTER_BEEP3_OFF   = COUNTER_BEEP3_ON + buzzer_off_count;
    localparam  COUNTER_PAUSE       = COUNTER_BEEP3_OFF + buzzer_pause_count;
    always @(*) begin
        if (!enable) begin
            buzzer = 0;
            n_counter = 0;
        end else if (counter < COUNTER_BEEP1_ON) begin
            buzzer = clk_4khz;
            n_counter = counter + 1;
        end else if (counter < COUNTER_BEEP1_OFF) begin
            buzzer = 0;
            n_counter = counter + 1;
        end else if (counter < COUNTER_BEEP2_ON) begin
            buzzer = clk_4khz;
            n_counter = counter + 1;
        end else if (counter < COUNTER_BEEP2_OFF) begin
            buzzer = 0;
            n_counter = counter + 1;
        end else if (counter < COUNTER_BEEP3_ON) begin
            buzzer = clk_4khz;
            n_counter = counter + 1;
        end else if (counter < COUNTER_BEEP3_OFF) begin
            buzzer = 0;
            n_counter = counter + 1;
        end else if (counter < COUNTER_PAUSE) begin
            buzzer = 0;
            n_counter = counter + 1;
        end else begin
            buzzer = 0;
            n_counter = 0;
        end
    end
    always @(posedge clk_4khz or negedge reset) begin
        if (!reset) begin
            counter <= 0;
        end else begin
            counter <= n_counter;
        end
    end
endmodule
module teatimer_top(input clk,
                    input reset,
                    input ctrl_startstop_n,
                    input ctrl_reset_n,
                    input ctrl_incmin_n,
                    input ctrl_incsec_n,
                    output wire [6:0] led_anode_abcdefg,
                    output wire [3:0] led_cathode_digit,
                    output wire buzzer);
    wire clk_4khz, clk_1khz;
    clkdiv #(.divider(8)) clkdiv_4khz(.clk(clk), .reset(reset), .clkdiv(clk_4khz));
    clkdiv #(.divider(4)) clkdiv_1khz(.clk(clk_4khz), .reset(reset), .clkdiv(clk_1khz));
    wire ctrl_startstop_pulse, ctrl_reset_pulse, ctrl_incmin_pulse, ctrl_incsec_pulse;
    button_edge_to_pulse button_edge_to_pulse_startstop(.clk(clk_1khz), .reset(reset),
                                                        .button_n(ctrl_startstop_n),
                                                        .button_pulse(ctrl_startstop_pulse));
    button_edge_to_pulse button_edge_to_pulse_reset(.clk(clk_1khz), .reset(reset),
                                                    .button_n(ctrl_reset_n),
                                                    .button_pulse(ctrl_reset_pulse));
    button_edge_to_pulse button_edge_to_pulse_incmin(.clk(clk_1khz), .reset(reset),
                                                     .button_n(ctrl_incmin_n),
                                                     .button_pulse(ctrl_incmin_pulse));
    button_edge_to_pulse button_edge_to_pulse_incsec(.clk(clk_1khz), .reset(reset),
                                                     .button_n(ctrl_incsec_n),
                                                     .button_pulse(ctrl_incsec_pulse));
    wire [6:0] time_min;
    wire [5:0] time_sec;
    wire alarm_enable;
    timer timer(.clk_1khz(clk_1khz), .reset(reset),
                .ctrl_startstop(ctrl_startstop_pulse),
                .ctrl_reset(ctrl_reset_pulse),
                .ctrl_incmin(ctrl_incmin_pulse),
                .ctrl_incsec(ctrl_incsec_pulse),
                .time_min(time_min),
                .time_sec(time_sec),
                .alarm_enable(alarm_enable));
    led_driver led_driver(.clk(clk_1khz), .reset(reset),
                          .time_min(time_min),
                          .time_sec(time_sec),
                          .blink(alarm_enable),
                          .led_anode_abcdefg(led_anode_abcdefg),
                          .led_cathode_digit(led_cathode_digit));
    buzzer_driver buzzer_driver(.clk_4khz(clk_4khz), .reset(reset),
                                .enable(alarm_enable),
                                .buzzer(buzzer));
endmodule
--- design/flow/run.sh ---
#!/bin/bash
# OpenROAD 26Q1-2900-gdf79404cd8, Yosys 0.63+post, stock flow scripts
make -C /OpenROAD-flow-scripts/flow DESIGN_CONFIG=/design/flow/config.mk WORK_HOME=/design/flow/orfs finish
==> results_slide.txt <==
Flow Results at a Glance

Synthesis
  – Async S/R FF share, synth: 100.0%
  – Top non-seq family: AND-OR/OR-AND gates
  – Number of library cell types mapped by synthesis: 70
  – Share of synthesized area spent on multiplexers: 0.7481%
  – Yosys Instances: 537
  – Post-synth regs: 65
  – Post-synth area from yosys stat: 4516 um^2
  – Number of warning messages in the yosys log: 7
  – Complex Gates by Area: 23.16%
  – Number of enable flip-flop cells: 0
  – Predominant post-synthesis flop cell: sky130_fd_sc_hd__dfrtp_1
  – XOR/XNOR Area Share: 5.791%
  – Number of instances in the synthesized netlist: 537
  – Adders+Majority by Area: 6.872%
  – Netlist area before placement: 4516 um^2
  – Average cell area after synthesis: 8.409 um^2
  – Post-Synth Simple-Gate Area: 22.55%
  – Register share after synthesis: 36.05%

Clocking
  – Number of buffers created by CTS: 3
  – Post CTS Setup Buffer Count: 0
  – Clock root cell: sky130_fd_sc_hd__clkbuf_16
  – H-tree depth: 1
  – Maximum clock insertion buffer count: 2
  – CTS tree: built
  – Worst-path clk slew: 0.03 ns
  – Insertion delay of the later-clocked pin in the worst-skew pair: 0.22 ns

Power and ir drop
  – Leak: 1.985 nW
  – Net switching power of the design: 144.5 uW
  – Power density relative to cell area: 154.1 nW/um^2
  – Switching share of power: 19.20%
  – Part of the total power dissipated in combinational logic: 9.1%
  – Maximum ir drop on the vdd rail: 1.033 mV
  – Overall power after layout: 752.9 uW
  – Sequential fraction of design power: 14.6%
  – Internal: 608.4 uW
  – Clock network fraction of total power: 76.2%

Drt
  – Routed Wire Length: 9.531 mm
  – Final ANT Viol Nets: 0
  – Final routed wire length divided by cell count: 13.39 um
  – Detailed Routing Iterations Pass 1: 4
  – Vias per inst: 5.358
  – DR DRC count: 0
  – # diodes: 0
  – DR iter-0 viols: 210
  – Number of vias after detailed routing: 3,815

Global route
  – Pin count of the biggest net entering global routing: 50
  – GRT Util Overall: 13.01%
  – Global route overflow: 0
  – Initial antenna violation count: 0
  – Number of global-route vias before repair: 3,571
  – Wire length of the first global-routing pass: 17.22 mm

Worst hold path
  – Type of the most critical hold path: input pin to asynchronous set/reset pin

Critical path
  – Crit path from: clkdiv_4khz.counter[2]
  – Worst setup slack for register-to-register paths: 0.24 ns
  – Worst setup path class: register to output port
  – Setup crit start kind: register
  – Critical path endpoint: buzzer
  – Crit path DRT: 0.88 ns
  – CP max FO: 2
  – Endpoint class of the critical path: output port
  – Launch point of the worst reg-to-reg path: clkdiv_4khz.counter[0]
  – R2R cell count: 2
  – Endpoint of the worst register-to-register path: clkdiv_4khz.counter[2]
  – Signal arrival time at the worst endpoint: 0.86 ns

Die
  – Die Footprint: 15,550 um^2
  – Number of top-level pins: 18
  – Standard-cell row count: 44
  – Die Height: 124.7 um
  – Placeable core area: 14,590 um^2
  – Die span in x: 124.7 um
  – Core utilization at floorplan: 30.95%

Timing
  – Setup violations, final: 0
  – Count of unclocked register or latch pins: 62
  – Number of unconstrained endpoints: 73
  – Post-route minimum period: 1.078 ns
  – Period utilisation layout: 97.96%
  – Final hold slack: 0.3375 ns
  – Final slew viol count: 0
  – Transition time of the tightest slew-check pin: 0.8734 ns
  – Fmax achieved: 928.1 MHz
  – Maximum clock skew at final layout: 0.00003969 ns
  – Worst max-slew margin expressed relative to the limit: 41.27%
  – Unrepaired setup endpoints after global routing: true
  – Summed negative setup slack over all endpoints: 0 ns
  – Final hold violations: 0

Job
  – Count of max-cap constraint violations: 0
  – Count of tool warnings: 43

Placement
  – Sum of net half-perimeters after detailed placement: 7.102 mm
  – Number of port buffers: 17
  – RePlAce Congestion: 0.9195

Run status
  – Result of the run: finished clean

Layout
  – Syn-to-layout area delta: 8.229%
  – Ratio of cells with drive above 1 in the final layout: 5.492%
placed cells by master (no fill, tap or decap), drive strengths merged, types with 7 or more instances in the layout:
master	instances
dfrtp	64
nor2	58
nand2	45
o21ai	44
a21oi	24
ha	24
nand3	23
inv	18
xnor2	15
clkdlybuf4s50	15
xor2	14
nand2b	13
nor2b	12
nor3	12
a31oi	10
o22ai	9
and3	9
and2	8
o211ai	7
buf	7
how the worst min path moves through the flow:
stage,start,end,slack (ns)
CTS,reset,clkdiv_4khz.counter[0],0.33
global route,reset,clkdiv_4khz.counter[0],0.35
finish,reset,clkdiv_4khz.counter[0],0.34
cell families (layout without fill, tap and decap cells):
logic type      count (synthesis)  in the layout
simple gates                  207            207
compound gates                154            154
fa+ha+maj                      25             25
mux                             3              3
xor+xnor                       29             29
buf+inv                        54             45
flops                          65             65
stage by stage:
stage,setup slack (ns),cells,instance area (um^2),utilization (%)
after floorplan,0.2371,537,4516,-
after global placement,-0.1456,707,4798,32.89
after detailed placement,-0.1688,707,4798,32.89
after CTS,-0.06248,712,4887,33.50
after global routing,-0.02552,712,4887,33.50
final,0.02248,712,4887,33.50
state kept, by name, indices dropped and copies added, names as in the netlist, 2 cells and up:
register / cells
led_driver.blink_counter: 9
clkdiv_1khz.counter: 2
timer.time_min: 7
timer.state: 5
timer.time_sec: 6
buzzer_driver.counter: 12
led_driver.cathode_state: 2
timer.counter: 10
clkdiv_4khz.counter: 3
synth_stat cells, types with 5 or more instances:
cell type,number,area [um^2]
sky130_fd_sc_hd__and3_1,9,56.30
sky130_fd_sc_hd__and2_1,8,50.05
sky130_fd_sc_hd__o22ai_1,9,56.30
sky130_fd_sc_hd__clkbuf_1,27,101.4
sky130_fd_sc_hd__or2_2,6,37.54
sky130_fd_sc_hd__o31ai_1,5,37.54
sky130_fd_sc_hd__a221oi_1,6,52.55
sky130_fd_sc_hd__nand2b_1,13,81.33
sky130_fd_sc_hd__dfrtp_1,64,1602
sky130_fd_sc_hd__nand3_1,23,115.1
sky130_fd_sc_hd__nor2_1,57,214.0
sky130_fd_sc_hd__buf_2,6,30.03
sky130_fd_sc_hd__ha_1,24,300.3
sky130_fd_sc_hd__xnor2_1,15,131.4
sky130_fd_sc_hd__a21boi_0,6,45.04
sky130_fd_sc_hd__or3_1,5,31.28
sky130_fd_sc_hd__o21ai_0,42,210.2
sky130_fd_sc_hd__a21oi_1,24,120.1
sky130_fd_sc_hd__nand2_1,45,168.9
sky130_fd_sc_hd__xor2_1,13,113.9
sky130_fd_sc_hd__inv_1,18,67.56
sky130_fd_sc_hd__o211ai_1,7,52.55
sky130_fd_sc_hd__a31oi_1,10,62.56
sky130_fd_sc_hd__nor2b_1,12,75.07
sky130_fd_sc_hd__nor3_1,12,60.06
worst max-delay path: stages (launching register included):
cell                      delay, ns
sky130_fd_sc_hd__dfrtp_1       0.33
sky130_fd_sc_hd__nand2_1       0.06
sky130_fd_sc_hd__nor3_2        0.13
sky130_fd_sc_hd__buf_2         0.11
final cells by class:
type                            count  area, um^2
Fill cell                        1440        9702
Multi-Input combinational cell    418        2675
Sequential cell                    65        1628
Tap cell                          184       230.2
Timing Repair Buffer               23       207.7
Clock buffer                        4       78.83
Inverter                           18       67.56
repair_timing:
action                                  CTS  global route
pin swaps                                 1             1
hold buffers                              1             0
gates resized                             4             0
hold endpoints to repair                  3             0
endpoints found under the setup margin    1             1
power groups by stage:
stage	Combinational, mW	Clock, mW	Sequential [mW]
CTS	0.0740	0.586	0.110
global route	0.0815	0.593	0.110
finish	0.0688	0.574	0.110
routing by layer:
layer / part of all wire [%] / up-vias / global-route usage, %
met5: 0 / - / 0
met4: 0.56 / 0 / 1.063
met3: 3.8 / 4 / 0.6567
met2: 43 / 108 / 20.31
met1: 52 / 1794 / 21.07
li1: - / 1909 / -
Power figures rest on the tool's default switching activity, not on a simulated workload.
